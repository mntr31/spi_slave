File: design/flow/run.sh
#!/bin/bash
# OpenROAD 26Q1-2900-gdf79404cd8, Yosys 0.63+post, stock flow scripts
make -C /OpenROAD-flow-scripts/flow DESIGN_CONFIG=/design/flow/config.mk WORK_HOME=/design/flow/orfs finish
File: design/flow/config.mk
export PLATFORM = sky130hd
export DESIGN_NAME = spi_lb_top
export DESIGN_NICKNAME = spi_lb_top
export VERILOG_FILES = /design/flow/design.v
export SDC_FILE = /design/flow/constraint.sdc
export NUM_CORES = 4
export LEC_CHECK = 1
export CORE_UTILIZATION = 30
File: design/flow/constraint.sdc
current_design spi_lb_top

set clk_period 3.0
set clk_io_pct 0.2

create_clock -name clk0 -period $clk_period [get_ports {clk}]

set non_clock_inputs [all_inputs -no_clocks]
set_input_delay [expr $clk_period * $clk_io_pct] -clock clk0 $non_clock_inputs
set_output_delay [expr $clk_period * $clk_io_pct] -clock clk0 [all_outputs]
File: design/flow/design.v
module SPI_Slave #(
    parameter DATA_WIDTH = 8
)(
    input  wire clk,            
    input  wire rst_n,          
    input  wire sclk,           
    input  wire mosi,           
    output reg  miso,           
    input  wire cs_n,           
    input  wire [DATA_WIDTH-1:0] tx_data,     
    output reg  [DATA_WIDTH-1:0] rx_data,     
    output reg  tx_req,                       
    output reg  rx_valid                      
);
    wire cpol;
    wire cpha;
    assign cpol = 1'b0;
    assign cpha = 1'b0;
    reg [2:0] sclk_sync;        
    reg [2:0] cs_n_sync;        
    reg sclk_prev;              
    reg cs_active;              
    reg [DATA_WIDTH-1:0] tx_shift_reg;
    reg [DATA_WIDTH-1:0] rx_shift_reg;
    reg [$clog2(DATA_WIDTH):0] bit_count;
    wire sclk_posedge, sclk_negedge;
    wire sample_edge, shift_edge;
    wire cs_falling, cs_rising;
    always @(posedge clk or negedge rst_n) begin
        if (!rst_n) begin
            sclk_sync <= 3'b000;
            cs_n_sync <= 3'b111;
        end else begin
            sclk_sync <= {sclk_sync[1:0], sclk};
            cs_n_sync <= {cs_n_sync[1:0], cs_n};
        end
    end
    always @(posedge clk or negedge rst_n) begin
        if (!rst_n) begin
            sclk_prev <= 1'b0;
        end else begin
            sclk_prev <= sclk_sync[2];
        end
    end
    assign sclk_posedge = !sclk_prev && sclk_sync[2];
    assign sclk_negedge = sclk_prev && !sclk_sync[2];
    assign cs_falling = cs_n_sync[2:1] == 2'b10;
    assign cs_rising = cs_n_sync[2:1] == 2'b01;
    assign sample_edge = (cpol == cpha) ? sclk_posedge : sclk_negedge;
    assign shift_edge = (cpol == cpha) ? sclk_negedge : sclk_posedge;
    always @(posedge clk or negedge rst_n) begin
        if (!rst_n) begin
            cs_active <= 1'b0;
        end else begin
            if (cs_falling) begin
                cs_active <= 1'b1;
            end else if (cs_rising) begin
                cs_active <= 1'b0;
            end
        end
    end
    always @(posedge clk or negedge rst_n) begin
        if (!rst_n) begin
            bit_count <= {($clog2(DATA_WIDTH)+1){1'b0}};
        end else begin
            if (!cs_active) begin
                bit_count <= {($clog2(DATA_WIDTH)+1){1'b0}};
            end else if (sample_edge && cs_active) begin
                if (bit_count == DATA_WIDTH - 1) begin
                    bit_count <= {($clog2(DATA_WIDTH)+1){1'b0}};
                end else begin
                    bit_count <= bit_count + 1;
                end
            end
        end
    end
    always @(posedge clk or negedge rst_n) begin
        if (!rst_n) begin
            tx_shift_reg <= {DATA_WIDTH{1'b0}};
            miso <= 1'b0;
        end else begin
            if (cs_falling) begin
                tx_shift_reg <= tx_data;
                miso <= tx_data[DATA_WIDTH-1];
            end else if (shift_edge && cs_active) begin
                tx_shift_reg <= {tx_shift_reg[DATA_WIDTH-2:0], 1'b0};
                miso <= tx_shift_reg[DATA_WIDTH-2];
            end else if (!cs_active) begin
                miso <= 1'b0;
            end
        end
    end 
    always @(posedge clk or negedge rst_n) begin
        if (!rst_n) begin
            rx_shift_reg <= {DATA_WIDTH{1'b0}};
        end else begin
            if (sample_edge && cs_active) begin
                rx_shift_reg <= {rx_shift_reg[DATA_WIDTH-2:0], mosi};
            end
        end
    end
    always @(posedge clk or negedge rst_n) begin
        if (!rst_n) begin
            rx_data <= {DATA_WIDTH{1'b0}};
        end else begin
            if (sample_edge && cs_active && (bit_count == DATA_WIDTH - 1)) begin
                rx_data <= {rx_shift_reg[DATA_WIDTH-2:0], mosi};
            end
        end
    end
    always @(posedge clk or negedge rst_n) begin
        if (!rst_n) begin
            rx_valid <= 1'b0;
            tx_req <= 1'b0;
        end else begin
            rx_valid <= sample_edge && cs_active && (bit_count == DATA_WIDTH - 1);
            tx_req <= shift_edge && cs_active && (bit_count == DATA_WIDTH - 1);
        end
    end
endmodule
module spi_lb_top #(
    parameter DATA_WIDTH = 8
)(
    input  wire clk,
    input  wire rst_n,
    input  wire spi_sclk,
    input  wire spi_mosi,
    output wire spi_miso,
    input  wire spi_cs_n
);
    wire [DATA_WIDTH-1:0] spi_tx_data;
    wire [DATA_WIDTH-1:0] spi_rx_data;
    wire spi_tx_req;
    wire spi_rx_valid;
    reg [DATA_WIDTH-1:0] loopback_data;
    SPI_Slave #(
        .DATA_WIDTH(DATA_WIDTH)
    ) spi_slave_inst (
        .clk(clk),
        .rst_n(rst_n),
        .sclk(spi_sclk),
        .mosi(spi_mosi),
        .miso(spi_miso),
        .cs_n(spi_cs_n),
        .tx_data(spi_tx_data),
        .rx_data(spi_rx_data),
        .tx_req(spi_tx_req),
        .rx_valid(spi_rx_valid)
    );
    always @(posedge clk or negedge rst_n) begin
        if (!rst_n)
            loopback_data <= 0;
        else if (spi_rx_valid)
            loopback_data <= spi_rx_data;
    end
    assign spi_tx_data = loopback_data;
endmodule
==> ci_impl_report.md <==
## PnR job results

| Metric | Value |
|---|---|
| Clock tree root driver cell | `sky130_fd_sc_hd__clkbuf_8` |
| Buffers inserted during post-CTS setup optimization | `0` |
| # DRC | `0` |
| Worst setup path endpoint | `spi_miso` |
| Global routing usage summed across all routing layers | `8.34%` |
| Initial antenna violation count | `0` |
| Post-route worst hold slack | `roughly 190 ps` |
| Tool warnings | `25` |
| Reg2Reg Setup Slack | `around 1400 ps` |
| Required time of the critical path | `2400 ps` |
| Worst hold path type | `in2async` |
| Ys cells | `roughly 120` |
| Post-cts hold buffer count | `0` |
| Routed Antenna Nets | `0` |
| Top layer used by detailed routing | `met4` |
| Post-detailed-route via-to-cell ratio | `roughly 4.3` |
| Clock latency of the later-clocked register in the worst-skew pair | `between 200 and 300 ps` |
| Number of placement rows | `27` |
| R2R cell count | `4` |
| Clock transition at the registers of the reported paths | `around 70 ps` |
| First-pass GRT wire length | `a little under 4 mm` |
| Count of maximum capacitance violations | `0` |
| Crit. path cell count | `1` |
| Routed wire length per instance | `around 11 um` |
| Final instance area | `about 0.0019 mm2` |
| Achievable Freq | `595 MHz` |
| Share of power burned in combinational logic | `roughly 6.4%` |
| Synthesized flop and latch total | `44` |
| Core region area | `approximately 0.0055 mm2` |
| Total negative slack | `0 ps` |
| Maximum level of the CTS H-tree | `2` |
| Wire length on met1 | `~1.1 mm` |
| Switching power summed over all nets | `0.229 mW` |
| Worst vdd rail ir drop | `0.000374 V` |
| Remaining max-slew budget at the tightest pin | `68.1%` |
| CTS sink cnt | `between 40 and 50` |
| Yosys chip area | `around 0.0017 mm2` |
| Sequential area share after synthesis | `about two thirds` |
| Die outline width | `a little under 80 um` |
| Critical-path top delay cell | `sky130_fd_sc_hd__clkdlybuf4s50_1` |
| Max-slew violation total from the final report | `0` |
| Detail Route met3 WL | `around 120 um` |
| Overall via count from detail_route | `857` |
| Core utilization at floorplan | `a little under a third` |
| Static Leakage | `between 0.9 and 1 nW` |
| Average instance area after synthesis | `14.6 um2` |
| Share of total power consumed by net switching | `between 20% and 30%` |
| Fraction of final layout cells sized beyond drive strength 1 | `28.9%` |
| Die Outline Area | `0.00600 mm2` |
| Worst stage delay on the critical path | `around 460 ps` |
| Beginning of the worst register-to-register path | `spi_slave_inst.bit_count[0]$_DFFE_PN0P_` |
| Power per cell area | `about 570 mW/mm2` |
| Utilization after layout | `between 30% and 40%` |
| Worst clock skew | `approximately 2.1 ps` |
| Cell-internal power | `0.869 mW` |
| Total length of routed met2 wires | `slightly below 900 um` |
| Count of mapped cells out of synthesis | `117` |
| WP buf/inv | `1` |
| Path type of the worst setup path | `reg2out` |
| Distinct lib cells | `21` |
| Clock buffer count from CTS | `5` |
| Launching element type of the critical path | `register` |
| Wire length after detailed routing | `approximately 2.1 mm` |
| Unrepaired setup endpoints after global routing | `no` |
| Largest registers in the final layout | `loopback_data (8), spi_slave_inst.rx_data (8)` |
| Final setup violation count | `0` |
| Sequential Power Share | `between 60% and 70%` |
| Crit path arrival time | `approximately 1100 ps` |
| Cycle use final | `a little under three fifths` |
| Overflow left after global routing | `0` |
| Drt initial violations | `26` |
| Cell class contributing the biggest share of worst-path delay | `buffers and inverters` |
| Summed instance area of the synthesized netlist | `0.00171 mm2` |
| Count of port buffers added during placement | `5` |
| Crit path from | `spi_slave_inst.miso$_DFFE_PN0P_` |
| Buffer levels on the longest clock path | `2` |
| Number of global-route vias before repair | `~880` |
| Worst R2R End | `spi_slave_inst.rx_data[1]$_DFFE_PN0P_` |
| Pre-Repair DR Iteration Count | `2` |
| Largest net degree at the start of global routing | `32` |
| Clock tree from TritonCTS | `yes` |
| Worst-path maximum fanout | `2` |
| Kind of end point of the critical path | `output pin` |
| Clock power frac | `between 30% and 40%` |
| Total half-perimeter wirelength after legalization and detailed placement | `about 1.5 mm` |
| Number of top-level pins | `6` |
| Total of warnings raised by yosys | `2` |
| Final hold violations | `0` |
| Final critical delay including setup and external delays | `1680 ps` |
| Status | `complete, no violations` |
| Slew of the pin with the lowest slew margin | `between 400 and 500 ps` |
| Die height | `77.5 um` |
| Ordered cell list for the critical path | `clkdlybuf4s50_1` |
| Antenna cell count | `0` |
| Area of placed instances | `~0.0018 mm2` |
| RePlAce Congestion | `0.867` |
| Resized Gates After CTS | `0` |
| Synth-to-layout area growth | `12.9%` |
## worst min-delay path by stage
| stage | start | endpoint |
|---|---|---|
| after CTS | rst_n | spi_slave_inst.bit_count[2]$_DFFE_PN0P_ |
| after global routing | rst_n | spi_slave_inst.rx_shift_reg[2]$_DFFE_PN0P_ |
| final | rst_n | spi_slave_inst.rx_shift_reg[2]$_DFFE_PN0P_ |
## layer usage
metal  up-vias  GRT usage, %
met5         -             0
met4         0          1.51
met3         6          3.70
met2        15          11.7
met1       405          12.4
li1        431             -
## cell usage after synthesis
cell,number,share of area [%]
sky130_fd_sc_hd__nand3b_4,1,1.2
sky130_fd_sc_hd__nand3_1,1,0.29
sky130_fd_sc_hd__xnor2_1,1,0.51
sky130_fd_sc_hd__nand2_1,11,2.4
sky130_fd_sc_hd__nor3_4,1,0.95
sky130_fd_sc_hd__inv_1,1,0.22
sky130_fd_sc_hd__nand3b_1,2,0.88
sky130_fd_sc_hd__mux2_2,24,16
sky130_fd_sc_hd__buf_2,1,0.29
sky130_fd_sc_hd__nand2b_1,1,0.37
sky130_fd_sc_hd__dfstp_2,3,4.6
sky130_fd_sc_hd__dfrtp_1,41,60
sky130_fd_sc_hd__or4_1,1,0.44
sky130_fd_sc_hd__ha_1,2,1.5
sky130_fd_sc_hd__mux2i_1,8,4.7
sky130_fd_sc_hd__o21ai_0,10,2.9
sky130_fd_sc_hd__and2_1,2,0.73
sky130_fd_sc_hd__nor2b_1,1,0.37
sky130_fd_sc_hd__nor3b_1,1,0.44
sky130_fd_sc_hd__clkbuf_1,2,0.44
sky130_fd_sc_hd__a21boi_0,2,0.88
## per-stage QoR
| stage | instances | power, mW | setup slack [ps] |
|---|---|---|---|
| floorplan | 117 | 0.723 | 1550 |
| CTS | 200 | 1.12 | 1290 |
| finish | 200 | 1.10 | 1320 |
| global route | 200 | 1.16 | 1270 |
| detailed placement | 192 | 0.755 | 1410 |
| global placement | 192 | 0.753 | 1470 |
## cell families after synthesis
| kind of cell | share of synthesized area, % |
|---|---|
| XOR/XNOR | 0.513 |
| AND/OR/NAND/NOR | 8.06 |
| buffers and inverters | 0.952 |
| multiplexers | 20.5 |
| flip-flops | 64.7 |
| adder cells (fa/ha/maj) | 1.46 |
| AND-OR/OR-AND | 3.81 |
## placed cells by master, fill, tap and decap left out, types with 2 or more instances in the layout
master,n
sky130_fd_sc_hd__dfrtp_1,41
sky130_fd_sc_hd__mux2_2,24
sky130_fd_sc_hd__nand2_1,11
sky130_fd_sc_hd__o21ai_0,10
sky130_fd_sc_hd__mux2i_1,8
sky130_fd_sc_hd__clkbuf_8,6
sky130_fd_sc_hd__clkdlybuf4s50_1,4
sky130_fd_sc_hd__dfstp_2,3
sky130_fd_sc_hd__nand3b_1,2
sky130_fd_sc_hd__and2_1,2
sky130_fd_sc_hd__a21boi_0,2
sky130_fd_sc_hd__ha_1,2
sky130_fd_sc_hd__clkbuf_1,2
## power groups by stage
stage | registers (mW) | clock network [mW] | logic [mW]
after CTS | 0.670 | 0.377 | 0.0733
after global routing | 0.677 | 0.403 | 0.0811
final | 0.671 | 0.357 | 0.0708
## layout make-up
type                    instances  area, um2
clock buffers                   8       90.1
fillers                       533       3580
inverters                       1       3.75
multi-input cells              69        587
flip-flops and latches         44       1100
well taps                      72       90.1
repair buffers                  6       52.6
Power figures rest on the tool's default switching activity, not on a simulated workload.
